## flow/run.sh

```bash
#!/bin/bash
# OpenROAD 26Q1-2900-gdf79404cd8, Yosys 0.63+post, stock flow scripts
make -C /OpenROAD-flow-scripts/flow DESIGN_CONFIG=/design/flow/config.mk WORK_HOME=/design/flow/orfs finish
```

## flow/config.mk

```make
export PLATFORM = sky130hd
export DESIGN_NAME = rww_reg
export DESIGN_NICKNAME = rww_reg
export VERILOG_FILES = /design/flow/design.v
export SDC_FILE = /design/flow/constraint.sdc
export NUM_CORES = 4
export LEC_CHECK = 1
export CORE_AREA = 10 10 70 70
export DIE_AREA = 0 0 80 80
```

## flow/constraint.sdc

```tcl
current_design rww_reg

set clk_period 1.8
set clk_io_pct 0.2

create_clock -name clk0 -period $clk_period [get_ports {i_clk}]

set non_clock_inputs [all_inputs -no_clocks]
set_input_delay [expr $clk_period * $clk_io_pct] -clock clk0 $non_clock_inputs
set_output_delay [expr $clk_period * $clk_io_pct] -clock clk0 [all_outputs]
```

## flow/design.v

```verilog
package com_pkg;
    typedef struct packed{
        logic                    efuse_done                 ;
        logic                    adc2_en                    ;
        logic                    adc1_en                    ;
        logic                    fsiso_en                   ;
        logic                    bist_en                    ;
        logic                    cfg_en                     ;
        logic                    normal_en                  ;
        logic                    reset_en                   ;
    } str_reg_mode;
    typedef struct packed{
        logic                   rtmon                       ;
        logic                   comerr_mode                 ;
        logic [3:       0]      comerr_config               ;
        logic [1:       0]      wdgintb_config              ;
    } str_reg_com_config1;
    typedef struct packed{
        logic [1:       0]      hv_wdgtmo_config            ;
        logic [1:       0]      lv_wdgtmo_config            ;
        logic [1:       0]      wdgrefresh_config           ;
        logic [1:       0]      wdgcrc_config               ;
    } str_reg_com_config2;
    typedef struct packed{
        logic                   bist_fail                   ;
        logic                   rsv                         ;
        logic                   pwm_mmerr                   ;
        logic                   pwm_dterr                   ;
        logic                   wdg_err                     ;
        logic                   com_err                     ;
        logic                   crc_err                     ;
        logic                   spi_err                     ;
    } str_reg_status1;
    typedef struct packed{
        logic                   bist_failm                  ;
        logic                   rsv                         ;
        logic                   pwm_mmerrm                  ;
        logic                   pwm_dterrm                  ;
        logic                   wdg_errm                    ;
        logic                   com_errm                    ;
        logic                   crc_errm                    ;
        logic                   spi_errm                    ;
    } str_reg_mask1;
    typedef struct packed{
        logic                   hv_scp_flt                  ;
        logic                   hv_desat_flt                ;
        logic                   hv_oc                       ;
        logic                   hv_ot                       ;
        logic                   hv_vcc_ov                   ;
        logic                   hv_vcc_uv                   ;
        logic                   lv_vsup_ov                  ;
        logic                   lv_vsup_uv                  ;
    } str_reg_status2;
    typedef struct packed{
        logic                   hv_scp_fltm                 ;
        logic                   hv_desat_fltm               ;
        logic                   hv_ocm                      ;
        logic                   hv_otm                      ;
        logic                   hv_vcc_ovm                  ;
        logic                   hv_vcc_uvm                  ;
        logic                   lv_vsup_ovm                 ;
        logic                   lv_vsup_uvm                 ;
    } str_reg_mask2;
    typedef struct packed{
        logic                   vrtmon                      ;
        logic                   io_fsifo                    ;
        logic                   io_pwma                     ;
        logic                   io_pwm                      ;
        logic                   io_fsstate                  ;
        logic                   io_fsenb                    ;
        logic                   io_intb_lv                  ;
        logic                   io_intb_hv                  ;
    } str_reg_status3;
    typedef struct packed{
        logic [3:       0]      hv_state                    ;
        logic [3:       0]      lv_state                    ;        
    } str_reg_status4;
    typedef struct packed{
        logic                   efuse_mode                  ;
        logic [6:       0]      efuse_bit_addr              ;        
    } str_reg_efuse_config;
    typedef struct packed{
        logic [7:       4]      rsv                         ;
        logic [3:       3]      spi_read_efuse_en           ;
        logic [2:       2]      efuse_wr                    ;
        logic [1:       1]      efuse_rd                    ;
        logic [0:       0]      efuse_op_done               ;         
    } str_reg_efuse_status;
    typedef struct packed{
        logic [7:       6]      rsv                         ;
        logic [5:       0]      bgr_trim                    ;
    } str_reg_iso_bgr_trim;
    typedef struct packed{
        logic [7:       5]      rsv                         ;
        logic [4:       0]      corner                      ;
    } str_reg_iso_con_ibias_trim;
    typedef struct packed{
        logic [7:       5]      rsv                         ;
        logic [4:       0]      osc48m_trim                 ;
    } str_reg_iso_osc48m_trim;
    typedef struct packed{
        logic [7:       0]      iso_oscb_freq_adj           ;
    } str_reg_iso_oscb_freq_adj;
    typedef struct packed{
        logic                   efuse_vld                   ;
        logic [6:       0]      rsv                         ;
    } str_reg_iso_reserved_reg;
    typedef struct packed{
        logic [7:       6]      rsv                         ;
        logic [5:       3]      amp_ibias8u                 ;
        logic [2:       0]      amp_ibias8u_ptat            ;
    } str_reg_iso_amp_ibias;
    typedef struct packed{
        logic [7:       5]      rsv                         ;
        logic [4:       3]      demo_pulse                  ;
        logic [2:       0]      demo_vth                    ;
    } str_reg_iso_demo_trim;
    typedef struct packed{
        logic [7:       0]      rsv                         ;
    } str_reg_iso_test_sw;
    typedef struct packed{
        logic [7:       3]      rsv                         ;
        logic [2:       0]      iso_tx_jit_adj              ;
    } str_reg_iso_osc_jit;
    typedef struct packed{
        logic [7:       4]      tdt                         ;
        logic [3:       0]      vge_mon_dly                 ;
    } str_reg_config0_t_deat_time;
endpackage
module rww_reg #(
    parameter DW                   = 8          ,
    parameter AW                   = 8          ,
    parameter DEFAULT_VAL          = {DW{1'b0}} ,
    parameter REG_ADDR             = {AW{1'b0}} ,
    parameter SUPPORT_TEST_MODE_WR = 1'b1       ,
    parameter SUPPORT_TEST_MODE_RD = 1'b1       ,
    parameter SUPPORT_CFG_MODE_WR  = 1'b1       ,
    parameter SUPPORT_CFG_MODE_RD  = 1'b1       ,
    parameter SUPPORT_SPI_EN_WR    = 1'b1       ,
    parameter SUPPORT_SPI_EN_RD    = 1'b1       ,
    parameter SUPPORT_EFUSE_WR     = 1'b1       , 
    parameter END_OF_LIST          = 1
)( 
    input  logic           i_wen                ,
    input  logic           i_ren                ,
    input  logic           i_test_st_reg_en     ,
    input  logic           i_cfg_st_reg_en      ,
    input  logic           i_spi_ctrl_reg_en    ,
    input  logic           i_efuse_ctrl_reg_en  ,	
    input  logic [AW-1: 0] i_addr               ,
    input  logic [DW-1: 0] i_wdata              ,
    output logic [DW-1: 0] o_rdata              ,
    output logic [DW-1: 0] o_reg_data           ,
    input  logic           i_lgc_wen            ,
    input  logic [DW-1: 0] i_lgc_wdata          ,
    input  logic           i_clk                ,
    input  logic           i_rst_n
 );
logic           wen     ;
logic           lgc_wen ;
logic           ren     ;
logic           hit     ;
logic [DW-1: 0] reg_data;
assign hit      = (i_addr==REG_ADDR);
assign wen      = i_wen & hit & ((i_test_st_reg_en & SUPPORT_TEST_MODE_WR) | (i_cfg_st_reg_en & SUPPORT_CFG_MODE_WR) | (i_spi_ctrl_reg_en & SUPPORT_SPI_EN_WR));
assign ren      = i_ren & hit & ((i_test_st_reg_en & SUPPORT_TEST_MODE_RD) | (i_cfg_st_reg_en & SUPPORT_CFG_MODE_RD) | (i_spi_ctrl_reg_en & SUPPORT_SPI_EN_RD));
assign lgc_wen  = i_lgc_wen & (i_efuse_ctrl_reg_en & SUPPORT_EFUSE_WR);
always_ff@(posedge i_clk or negedge i_rst_n) begin
    if(~i_rst_n) begin
        reg_data <= DEFAULT_VAL;
    end
    else if(wen) begin
        reg_data <= i_wdata;
    end
    else if(lgc_wen) begin
        reg_data <= i_lgc_wdata;
    end
    else;
end
assign o_reg_data = reg_data                   ;    
assign o_rdata    = ren ? reg_data : {DW{1'b0}}; 
// synopsys translate_off    
// synopsys translate_on    
endmodule
```

==> results.tsv <==
stage	metric	value	unit
yosys	FF+latch count, synth	8	
setup_path	R2R setup slack	770	ps
yosys	synthesized area per cell	13.63	sq um
setup_path	WP data required	1440	ps
cts	H-tree depth	1	
global_route	first-pass GRT wire length	3132	microns
power	P_leak	0.5245	nW
timing	worst rel slew slack	75.21	%
cts	Num CTS Buffers	3	
timing	fmax	566.8	MHz
floorplanning	Pre-Place Util	15.16	%
place	IO Port Bufs	48	
cts	clock-pin slew on the worst setup and hold paths	60	ps
cells_and_area	Largest regs	reg_data (8)	
cells_and_area	Layout fillers	340	
route	Via Count	545	
setup_path	Startpoint Class	primary input	
timing	Setup WS post-layout	35.60	ps
route	Antenna Nets Post-Route	0	
route	number of DRC markers in iteration 0	5	
power	Power, Total	0.5551	mW
timing	Fin. Hold Viols	0	
timing	Period minus WS final	1764	ps
route	drt wl/cell	14.14	microns
setup_path	worst r2r src	reg_data[5]	
yosys	Seq share, synth	38.65	%
floorplanning	Die Span Y	80	microns
place	pre-CTS WS	-662.4	ps
timing	Final Cycle Share	98.02	%
cts	CTS Hold Bufs	0	
yosys	mapped cell area	518.0	sq um
route	DRT Pass-1 Iters	2	
floorplanning	standard-cell rows	21	
cts	Clock Sinks	8	
timing	worst slew pin tran	370.8	ps
global_route	vias in the first global route	628	
timing	Clock Skew	0	ps
cells_and_area	cell area after layout	0.001159	sq mm
cells_and_area	Final Core Density	33.92	%
route	vias per cell	3.682	
power	Max IR drop VDD	264.2	uV
worst_hold_path	Worst Hold Class	in -> async	
yosys	Cell variety after synth	9	
yosys	Ys Warns	2	
setup_path	kind of critical path	in -> out	
setup_path	R2R Path End	reg_data[5]	
cts	clk latency late pin	240	ps
yosys	yosys stat chip area	518.0	sq um
place	GP Congestion	0.7306	
route	Residual DRC	0	
place	Placed Area	0.001099	sq mm
cells_and_area	share of cells above drive strength 1	58.82	%
floorplanning	die x size	80	microns
timing	final max-slew violation count	0	
timing	final hold slack	390.2	ps
cts	CTS Buffer Depth	2	
timing	final setup vio count	0	
cells_and_area	Finished Layout Cells	148	
flow_run	stage-log warning count	25	
global_route	total gr overflow	0	
timing	final setup TNS	0	ps
yosys	Mapped Cells	38	
cts	CTS root buf	clkbuf_4	
run_status	status	complete, no violations	
global_route	pin count of the biggest net entering global routing	9	
place	Placed Cells	136	
setup_path	reg2reg path depth	2	
floorplanning	core area	0.003416	sq mm
flow_run	maxcap violations	0	
global_route	initial antenna violation count	0	
cts	CTS tree	yes	
route	Inserted Diodes	0	
setup_path	critical path arrival	1400	ps
power	pwr dens	479.1	mW/mm^2
cells_and_area	Biggest register	reg_data	
setup_path	crit end category	output port	
yosys	# Cells Yosys	38	
setup_path	CP max FO	5	
global_route	Tot GR Track Use	6.286	%
route	final wirelength	2092	microns
floorplanning	Top Ports	49	
floorplanning	Die ar.	0.006400	sq mm
cells_and_area	max FFs per register	8	
cells_and_area	Layout area overhead	123.7	%
-- critical path: stages --
cell	delay [ps]
buf_2	90
or3_4	370
and4_4	210
buf_6	120
and2_4	140
buf_2	110
-- cells in the final DEF, fill, tap and decap left out, drive strengths merged --
cell type / instances
clkdlybuf4s50: 28
buf: 28
mux2: 16
dfrtp: 8
and2: 8
clkbuf: 4
clkdlybuf4s15: 3
nor4: 2
or3: 1
and4: 1
nand2: 1
nand4: 1
dlymetal6s2s: 1
-- cells by family after synthesis --
logic type,Yosys count,share of synthesized area (%)
mux,16,35.51
flops,8,38.65
simple gates,14,25.85
-- worst max-delay path by stage --
stage / to / start / slack, ps / cells after the start
CTS: o_rdata[5] / i_spi_ctrl_reg_en / 2 / 6
global route: o_rdata[1] / i_addr[6] / -7 / 6
finish: o_rdata[5] / i_spi_ctrl_reg_en / 40 / 6
-- layout make-up --
type                            count  area, sq um  share of cell area, %
Clock buffer                        3        22.52                  1.944
Multi-Input combinational cell     30        341.6                  29.48
Sequential cell                     8        200.2                  17.28
Tap cell                           46        57.56                  4.968
Timing Repair Buffer               61        536.8                  46.33
-- Yosys cell counts --
master / number / area, sq um
and4_2: 1 / 10.01
nand4_4: 1 / 21.27
mux2_4: 1 / 15.01
nor4_4: 2 / 42.54
dfrtp_1: 8 / 200.2
nand2_1: 1 / 3.750
or3_1: 1 / 6.260
mux2_2: 15 / 168.9
and2_1: 8 / 50.05
-- per-layer routing --
layer / global-route usage (%) / vias up / part of all wire, % / wire (microns)
met4: 0.1761 / 0 / 0 / 0
met1: 6.887 / 248 / 39 / 807
met3: 4.091 / 0 / 14 / 288
li1: - / 269 / - / -
met2: 10.51 / 28 / 48 / 996
met5: 0 / - / 0 / 0
-- repair_timing --
item / in CTS / in global routing
pin swaps: 9 / 3
resized: 67 / 8
endpoints found under the setup margin: 8 / 8
buffers inserted: 7 / 2
-- power by group --
part | total [mW] | switching, mW | internal [mW]
combinational | 0.195 | 0.0430 | 0.152
clock | 0.133 | 0.0574 | 0.0761
sequential | 0.227 | 0.0196 | 0.207
Power figures rest on the tool's default switching activity, not on a simulated workload.

[/design/flow/design.v]
package com_pkg;
    typedef struct packed{
        logic                    efuse_done                 ;
        logic                    adc2_en                    ;
        logic                    adc1_en                    ;
        logic                    fsiso_en                   ;
        logic                    bist_en                    ;
        logic                    cfg_en                     ;
        logic                    normal_en                  ;
        logic                    reset_en                   ;
    } str_reg_mode;
    typedef struct packed{
        logic                   rtmon                       ;
        logic                   comerr_mode                 ;
        logic [3:       0]      comerr_config               ;
        logic [1:       0]      wdgintb_config              ;
    } str_reg_com_config1;
    typedef struct packed{
        logic [1:       0]      hv_wdgtmo_config            ;
        logic [1:       0]      lv_wdgtmo_config            ;
        logic [1:       0]      wdgrefresh_config           ;
        logic [1:       0]      wdgcrc_config               ;
    } str_reg_com_config2;
    typedef struct packed{
        logic                   bist_fail                   ;
        logic                   rsv                         ;
        logic                   pwm_mmerr                   ;
        logic                   pwm_dterr                   ;
        logic                   wdg_err                     ;
        logic                   com_err                     ;
        logic                   crc_err                     ;
        logic                   spi_err                     ;
    } str_reg_status1;
    typedef struct packed{
        logic                   bist_failm                  ;
        logic                   rsv                         ;
        logic                   pwm_mmerrm                  ;
        logic                   pwm_dterrm                  ;
        logic                   wdg_errm                    ;
        logic                   com_errm                    ;
        logic                   crc_errm                    ;
        logic                   spi_errm                    ;
    } str_reg_mask1;
    typedef struct packed{
        logic                   hv_scp_flt                  ;
        logic                   hv_desat_flt                ;
        logic                   hv_oc                       ;
        logic                   hv_ot                       ;
        logic                   hv_vcc_ov                   ;
        logic                   hv_vcc_uv                   ;
        logic                   lv_vsup_ov                  ;
        logic                   lv_vsup_uv                  ;
    } str_reg_status2;
    typedef struct packed{
        logic                   hv_scp_fltm                 ;
        logic                   hv_desat_fltm               ;
        logic                   hv_ocm                      ;
        logic                   hv_otm                      ;
        logic                   hv_vcc_ovm                  ;
        logic                   hv_vcc_uvm                  ;
        logic                   lv_vsup_ovm                 ;
        logic                   lv_vsup_uvm                 ;
    } str_reg_mask2;
    typedef struct packed{
        logic                   vrtmon                      ;
        logic                   io_fsifo                    ;
        logic                   io_pwma                     ;
        logic                   io_pwm                      ;
        logic                   io_fsstate                  ;
        logic                   io_fsenb                    ;
        logic                   io_intb_lv                  ;
        logic                   io_intb_hv                  ;
    } str_reg_status3;
    typedef struct packed{
        logic [3:       0]      hv_state                    ;
        logic [3:       0]      lv_state                    ;        
    } str_reg_status4;
    typedef struct packed{
        logic                   efuse_mode                  ;
        logic [6:       0]      efuse_bit_addr              ;        
    } str_reg_efuse_config;
    typedef struct packed{
        logic [7:       4]      rsv                         ;
        logic [3:       3]      spi_read_efuse_en           ;
        logic [2:       2]      efuse_wr                    ;
        logic [1:       1]      efuse_rd                    ;
        logic [0:       0]      efuse_op_done               ;         
    } str_reg_efuse_status;
    typedef struct packed{
        logic [7:       6]      rsv                         ;
        logic [5:       0]      bgr_trim                    ;
    } str_reg_iso_bgr_trim;
    typedef struct packed{
        logic [7:       5]      rsv                         ;
        logic [4:       0]      corner                      ;
    } str_reg_iso_con_ibias_trim;
    typedef struct packed{
        logic [7:       5]      rsv                         ;
        logic [4:       0]      osc48m_trim                 ;
    } str_reg_iso_osc48m_trim;
    typedef struct packed{
        logic [7:       0]      iso_oscb_freq_adj           ;
    } str_reg_iso_oscb_freq_adj;
    typedef struct packed{
        logic                   efuse_vld                   ;
        logic [6:       0]      rsv                         ;
    } str_reg_iso_reserved_reg;
    typedef struct packed{
        logic [7:       6]      rsv                         ;
        logic [5:       3]      amp_ibias8u                 ;
        logic [2:       0]      amp_ibias8u_ptat            ;
    } str_reg_iso_amp_ibias;
    typedef struct packed{
        logic [7:       5]      rsv                         ;
        logic [4:       3]      demo_pulse                  ;
        logic [2:       0]      demo_vth                    ;
    } str_reg_iso_demo_trim;
    typedef struct packed{
        logic [7:       0]      rsv                         ;
    } str_reg_iso_test_sw;
    typedef struct packed{
        logic [7:       3]      rsv                         ;
        logic [2:       0]      iso_tx_jit_adj              ;
    } str_reg_iso_osc_jit;
    typedef struct packed{
        logic [7:       4]      tdt                         ;
        logic [3:       0]      vge_mon_dly                 ;
    } str_reg_config0_t_deat_time;
endpackage
module crc16to8_parallel(
  input [15:0] data_in,
  output [7:0] crc_out);
  reg [7:0] lfsr_q,lfsr_c;
  assign lfsr_q = {8{1'b1}};
  assign crc_out = lfsr_c;
  always @(*) begin
    lfsr_c[0] = lfsr_q[0] ^ lfsr_q[1] ^ lfsr_q[2] ^ lfsr_q[3] ^ lfsr_q[4] ^ lfsr_q[7] ^ data_in[0] ^ data_in[3] ^ data_in[5] ^ data_in[7] ^ data_in[8] ^ data_in[9] ^ data_in[10] ^ data_in[11] ^ data_in[12] ^ data_in[15];
    lfsr_c[1] = lfsr_q[5] ^ lfsr_q[7] ^ data_in[0] ^ data_in[1] ^ data_in[3] ^ data_in[4] ^ data_in[5] ^ data_in[6] ^ data_in[7] ^ data_in[13] ^ data_in[15];
    lfsr_c[2] = lfsr_q[1] ^ lfsr_q[2] ^ lfsr_q[3] ^ lfsr_q[4] ^ lfsr_q[6] ^ lfsr_q[7] ^ data_in[0] ^ data_in[1] ^ data_in[2] ^ data_in[3] ^ data_in[4] ^ data_in[6] ^ data_in[9] ^ data_in[10] ^ data_in[11] ^ data_in[12] ^ data_in[14] ^ data_in[15];
    lfsr_c[3] = lfsr_q[0] ^ lfsr_q[1] ^ lfsr_q[5] ^ data_in[0] ^ data_in[1] ^ data_in[2] ^ data_in[4] ^ data_in[8] ^ data_in[9] ^ data_in[13];
    lfsr_c[4] = lfsr_q[1] ^ lfsr_q[2] ^ lfsr_q[6] ^ data_in[1] ^ data_in[2] ^ data_in[3] ^ data_in[5] ^ data_in[9] ^ data_in[10] ^ data_in[14];
    lfsr_c[5] = lfsr_q[0] ^ lfsr_q[1] ^ lfsr_q[4] ^ data_in[0] ^ data_in[2] ^ data_in[4] ^ data_in[5] ^ data_in[6] ^ data_in[7] ^ data_in[8] ^ data_in[9] ^ data_in[12];
    lfsr_c[6] = lfsr_q[0] ^ lfsr_q[1] ^ lfsr_q[2] ^ lfsr_q[5] ^ data_in[1] ^ data_in[3] ^ data_in[5] ^ data_in[6] ^ data_in[7] ^ data_in[8] ^ data_in[9] ^ data_in[10] ^ data_in[13];
    lfsr_c[7] = lfsr_q[0] ^ lfsr_q[1] ^ lfsr_q[2] ^ lfsr_q[3] ^ lfsr_q[6] ^ data_in[2] ^ data_in[4] ^ data_in[6] ^ data_in[7] ^ data_in[8] ^ data_in[9] ^ data_in[10] ^ data_in[11] ^ data_in[14];
  end  
endmodule  
[/design/flow/config.mk]
export PLATFORM = sky130hd
export DESIGN_NAME = crc16to8_parallel
export DESIGN_NICKNAME = crc16to8_parallel
export VERILOG_FILES = /design/flow/design.v
export SDC_FILE = /design/flow/constraint.sdc
export NUM_CORES = 4
export LEC_CHECK = 1
export CORE_AREA = 10 10 70 70
export DIE_AREA = 0 0 80 80
[/design/flow/constraint.sdc]
current_design crc16to8_parallel

set clk_period 2.7
set clk_io_pct 0.2

create_clock -name clk0 -period $clk_period

set non_clock_inputs [all_inputs -no_clocks]
set_input_delay [expr $clk_period * $clk_io_pct] -clock clk0 $non_clock_inputs
set_output_delay [expr $clk_period * $clk_io_pct] -clock clk0 [all_outputs]
[/design/flow/run.sh]
#!/bin/bash
# OpenROAD 26Q1-2900-gdf79404cd8, Yosys 0.63+post, stock flow scripts
make -C /OpenROAD-flow-scripts/flow DESIGN_CONFIG=/design/flow/config.mk WORK_HOME=/design/flow/orfs finish
==> impl_metrics.tcl <==
# implementation run metrics
set metrics [dict create \
    clockBufferCount 0 \
    finalClockPeriodUsage_pct 97.3 \
    hold_depth 3 \
    syn_to_final_growth_pct 125 \
    fill_cells 367 \
    gp_congestion 0.770 \
    wl_per_cell_um 10.6 \
    grt_pass1_vias 411 \
    io_pins 24 \
    drt_iter0_drc 0 \
    vias_per_cell 3.06 \
    initial_core_util_pct 11.4 \
    grt-ovfl-total 0 \
    grtUsageMet2_pct 5.70 \
    warnings 32 \
    cp.arrival_ps 2090 \
    tightest_slew_ps 327 \
    placed_cell_area_sq_um 793 \
    design_area_sq_um 877 \
    ys_types 5 \
    ys_area_sq_um 390 \
    fin_crit_ps 2630 \
    p_per_area_nw_per_um2 348 \
    xor_share_pct 100 \
    remaining_drc_errors 0 \
    hold_path.class "in -> out" \
    ir_drop_v 0.0000824 \
    start_kind "primary input" \
    status "completed" \
    core_area_sq_um 3420 \
    chip_area_sq_um 6400 \
    fin_ws_ps 72.9 \
    synth-seq-area-share_pct 0 \
    aoi_share_pct 0 \
    crit_fanout 2 \
    first_pass_iters 1 \
    drv_slew 0 \
    crit_type "in -> out" \
    ff_count 0 \
    groute.layer.met3.usage_pct 1.82 \
    topCellsByArea "xnor2_1, xnor3_1, xnor2_2, xor2_1, xor2_2" \
    ant_nets 0 \
    muxShareOfSynthArea_pct 0 \
    maxSlewHeadroom_pct 78.1 \
    place_inst 115 \
    netlist_instances 31 \
    antenna_found_initial 1 \
    ys_cells 31 \
    stdcell_count 121 \
    cp-end-kind "primary output" \
    grt_usage_pct 3.85 \
    logic_family "XOR/XNOR gates" \
    setup_viol 0 \
    syn_area_sq_um 390 \
    dpl.hpwl_um 1070 \
    grt_pass1_wl_um 1970 \
    drv_cap 0 \
    largest_area_cell "xnor2_1" \
    rows 21 \
    grt_max_degree 4 \
    rsz0062_at_grt "false" \
    yosysWarnings 2 \
    gr-usage-met1_pct 5.29 \
    synth_top_area_share_pct 42.6 \
    wl_um 1280 \
    vias 370 \
    pre_cts_ws_ps -339 \
    hold_viol_final 0 \
    fp.dieW_um 80 \
    drive_above_1_share_pct 37.8 \
    die.size.y_um 80 \
    synthSimpleGateAreaFrac_pct 0 \
    adder_share_pct 0 \
    total_power_uw 306 \
    p_leak_nw 0.459 \
    seqCellArea_sq_um 0 \
    port_buffers 24 \
    top_usage_layer "met2" \
    fmax_mhz 381 \
    cp_data_required_time_ps 2160 \
    tns_ps 0 \
    avgSynthCellArea_sq_um 12.6 \
]
==> cells in the mapped netlist, drive strengths merged <==
master and number:
xor2 3, xnor3 7, xnor2 21
==> where the power goes <==
group | total [mW] | switching [mW] | internal [mW]
Clock | 0.0000000495 | 0 | 0.0000000495
Sequential | 0 | 0 | 0
Combinational | 0.306 | 0.0912 | 0.214
Total | 0.306 | 0.0912 | 0.214
==> timing repair <==
action / CTS / global route
hold buffers: 0 / 0
hold endpoints to repair: 0 / 0
setup endpoints to repair: 8 / 4
pin swaps: 13 / 5
gates cloned: 0 / 0
resized: 25 / 4
setup buffers: 3 / 2
==> cell type report <==
type                       count  area [sq um]  share of cell area [%]
tap                           46          57.6                    6.56
timing repair buffer          43           370                    42.2
antenna                        1          2.50                   0.285
multi-input combinational     31           447                    50.9
==> layer usage <==
metal	wire (um)	vias to the layer above
met3	127	0
met1	633	166
li1	-	188
met4	0	0
met5	0	-
met2	522	16
==> through the flow <==
step	utilization, %	hold WS [ps]
floorplan	-	1220
global placement	23.2	2260
detailed placement	23.2	2270
CTS	24.9	1890
global route	25.7	1600
finish	25.7	1530
==> worst paths after layout <==
kind,slack (ps),start,endpoint
worst max-delay path,70,data_in[12],crc_out[0]
worst min-delay path,1530,data_in[15],crc_out[1]
==> worst max-delay path: stages <==
cell and delay (ps):
dlygate4sd2_1 220, xnor3_1 430, xnor2_2 160, buf_4 140, xnor3_1 340, dlygate4sd2_1 250
==> placed cells by master (no fill, tap or decap) <==
cell,synthesis,final
buf_4,0,19
clkdlybuf4s50_1,0,2
diode_2,0,1
dlygate4sd2_1,0,18
dlymetal6s2s_1,0,4
xnor2_1,19,13
xnor2_2,2,7
xnor2_4,0,1
xnor3_1,7,7
xor2_1,2,2
xor2_2,1,1
==> kinds of logic (layout without fill, tap and decap cells) <==
kind of cell	after synthesis	count (layout)
xor+xnor	31	31
buf+inv	0	43
other cells	0	1
Power is estimated from default activity; no workload was simulated.

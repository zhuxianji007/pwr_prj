===== flow/config.mk =====
export PLATFORM = sky130hd
export DESIGN_NAME = rw_reg
export DESIGN_NICKNAME = rw_reg
export VERILOG_FILES = /design/flow/design.v
export SDC_FILE = /design/flow/constraint.sdc
export NUM_CORES = 4
export LEC_CHECK = 1
export CORE_AREA = 10 10 84 84
export DIE_AREA = 0 0 94 94

===== flow/constraint.sdc =====
current_design rw_reg

set clk_period 2.2
set clk_io_pct 0.2

create_clock -name clk0 -period $clk_period [get_ports {i_clk}]

set non_clock_inputs [all_inputs -no_clocks]
set_input_delay [expr $clk_period * $clk_io_pct] -clock clk0 $non_clock_inputs
set_output_delay [expr $clk_period * $clk_io_pct] -clock clk0 [all_outputs]

===== flow/design.v =====
package com_pkg;
    typedef struct packed{
        logic                    efuse_done                 ;
        logic                    adc2_en                    ;
        logic                    adc1_en                    ;
        logic                    fsiso_en                   ;
        logic                    bist_en                    ;
        logic                    cfg_en                     ;
        logic                    normal_en                  ;
        logic                    reset_en                   ;
    } str_reg_mode;
    typedef struct packed{
        logic                   rtmon                       ;
        logic                   comerr_mode                 ;
        logic [3:       0]      comerr_config               ;
        logic [1:       0]      wdgintb_config              ;
    } str_reg_com_config1;
    typedef struct packed{
        logic [1:       0]      hv_wdgtmo_config            ;
        logic [1:       0]      lv_wdgtmo_config            ;
        logic [1:       0]      wdgrefresh_config           ;
        logic [1:       0]      wdgcrc_config               ;
    } str_reg_com_config2;
    typedef struct packed{
        logic                   bist_fail                   ;
        logic                   rsv                         ;
        logic                   pwm_mmerr                   ;
        logic                   pwm_dterr                   ;
        logic                   wdg_err                     ;
        logic                   com_err                     ;
        logic                   crc_err                     ;
        logic                   spi_err                     ;
    } str_reg_status1;
    typedef struct packed{
        logic                   bist_failm                  ;
        logic                   rsv                         ;
        logic                   pwm_mmerrm                  ;
        logic                   pwm_dterrm                  ;
        logic                   wdg_errm                    ;
        logic                   com_errm                    ;
        logic                   crc_errm                    ;
        logic                   spi_errm                    ;
    } str_reg_mask1;
    typedef struct packed{
        logic                   hv_scp_flt                  ;
        logic                   hv_desat_flt                ;
        logic                   hv_oc                       ;
        logic                   hv_ot                       ;
        logic                   hv_vcc_ov                   ;
        logic                   hv_vcc_uv                   ;
        logic                   lv_vsup_ov                  ;
        logic                   lv_vsup_uv                  ;
    } str_reg_status2;
    typedef struct packed{
        logic                   hv_scp_fltm                 ;
        logic                   hv_desat_fltm               ;
        logic                   hv_ocm                      ;
        logic                   hv_otm                      ;
        logic                   hv_vcc_ovm                  ;
        logic                   hv_vcc_uvm                  ;
        logic                   lv_vsup_ovm                 ;
        logic                   lv_vsup_uvm                 ;
    } str_reg_mask2;
    typedef struct packed{
        logic                   vrtmon                      ;
        logic                   io_fsifo                    ;
        logic                   io_pwma                     ;
        logic                   io_pwm                      ;
        logic                   io_fsstate                  ;
        logic                   io_fsenb                    ;
        logic                   io_intb_lv                  ;
        logic                   io_intb_hv                  ;
    } str_reg_status3;
    typedef struct packed{
        logic [3:       0]      hv_state                    ;
        logic [3:       0]      lv_state                    ;        
    } str_reg_status4;
    typedef struct packed{
        logic                   efuse_mode                  ;
        logic [6:       0]      efuse_bit_addr              ;        
    } str_reg_efuse_config;
    typedef struct packed{
        logic [7:       4]      rsv                         ;
        logic [3:       3]      spi_read_efuse_en           ;
        logic [2:       2]      efuse_wr                    ;
        logic [1:       1]      efuse_rd                    ;
        logic [0:       0]      efuse_op_done               ;         
    } str_reg_efuse_status;
    typedef struct packed{
        logic [7:       6]      rsv                         ;
        logic [5:       0]      bgr_trim                    ;
    } str_reg_iso_bgr_trim;
    typedef struct packed{
        logic [7:       5]      rsv                         ;
        logic [4:       0]      corner                      ;
    } str_reg_iso_con_ibias_trim;
    typedef struct packed{
        logic [7:       5]      rsv                         ;
        logic [4:       0]      osc48m_trim                 ;
    } str_reg_iso_osc48m_trim;
    typedef struct packed{
        logic [7:       0]      iso_oscb_freq_adj           ;
    } str_reg_iso_oscb_freq_adj;
    typedef struct packed{
        logic                   efuse_vld                   ;
        logic [6:       0]      rsv                         ;
    } str_reg_iso_reserved_reg;
    typedef struct packed{
        logic [7:       6]      rsv                         ;
        logic [5:       3]      amp_ibias8u                 ;
        logic [2:       0]      amp_ibias8u_ptat            ;
    } str_reg_iso_amp_ibias;
    typedef struct packed{
        logic [7:       5]      rsv                         ;
        logic [4:       3]      demo_pulse                  ;
        logic [2:       0]      demo_vth                    ;
    } str_reg_iso_demo_trim;
    typedef struct packed{
        logic [7:       0]      rsv                         ;
    } str_reg_iso_test_sw;
    typedef struct packed{
        logic [7:       3]      rsv                         ;
        logic [2:       0]      iso_tx_jit_adj              ;
    } str_reg_iso_osc_jit;
    typedef struct packed{
        logic [7:       4]      tdt                         ;
        logic [3:       0]      vge_mon_dly                 ;
    } str_reg_config0_t_deat_time;
endpackage
module rw_reg #(
    parameter DW                   = 8          ,
    parameter AW                   = 8          ,
    parameter CRC_W                = 8          ,
    parameter DEFAULT_VAL          = {DW{1'b0}} ,
    parameter REG_ADDR             = {AW{1'b0}} ,
    parameter SUPPORT_TEST_MODE_WR = 1'b1       ,
    parameter SUPPORT_TEST_MODE_RD = 1'b1       ,
    parameter SUPPORT_CFG_MODE_WR  = 1'b1       ,
    parameter SUPPORT_CFG_MODE_RD  = 1'b1       ,
    parameter SUPPORT_SPI_EN_WR    = 1'b1       ,
    parameter SUPPORT_SPI_EN_RD    = 1'b1       ,
    parameter SUPPORT_EFUSE_WR     = 1'b1       , 
    parameter END_OF_LIST          = 1
)( 
    input  logic                i_wen                   ,
    input  logic                i_ren                   ,
    input  logic                i_test_st_reg_en        ,
    input  logic                i_cfg_st_reg_en         ,
    input  logic                i_spi_ctrl_reg_en       ,
    input  logic                i_efuse_ctrl_reg_en     ,	
    input  logic [AW-1:     0]  i_addr                  ,
    input  logic [DW-1:     0]  i_wdata                 ,
    input  logic [CRC_W-1:  0]  i_crc_data              ,
    output logic [DW-1:     0]  o_rdata                 ,
    output logic [DW-1:     0]  o_reg_data              ,
    output logic [CRC_W-1:  0]  o_rcrc                  ,	
    input  logic                i_clk	                ,
    input  logic                i_rst_n
 );
logic 	            wen     ;
logic 	   	        ren     ;
logic 		        hit     ;
logic [CRC_W-1: 0]  crc_data;
assign hit = (i_addr==REG_ADDR);
assign wen = i_wen & hit & ((i_test_st_reg_en & SUPPORT_TEST_MODE_WR) | (i_cfg_st_reg_en & SUPPORT_CFG_MODE_WR) | (i_spi_ctrl_reg_en & SUPPORT_SPI_EN_WR) | (i_efuse_ctrl_reg_en & SUPPORT_EFUSE_WR));
assign ren = i_ren & hit & ((i_test_st_reg_en & SUPPORT_TEST_MODE_RD) | (i_cfg_st_reg_en & SUPPORT_CFG_MODE_RD) | (i_spi_ctrl_reg_en & SUPPORT_SPI_EN_RD));
always_ff@(posedge i_clk or negedge i_rst_n) begin
    if(~i_rst_n) begin
        o_reg_data <= DEFAULT_VAL;
	    crc_data   <= {CRC_W{1'b0}};
    end
    else begin
        o_reg_data <= wen ? i_wdata : o_reg_data;
	    crc_data   <= wen ? i_crc_data : crc_data;
    end
end
assign o_rdata = ren ? o_reg_data : {DW{1'b0}};
assign o_rcrc  = ren ? crc_data   : {CRC_W{1'b0}};
// synopsys translate_off    
// synopsys translate_on    
endmodule

===== flow/run.sh =====
#!/bin/bash
# OpenROAD 26Q1-2900-gdf79404cd8, Yosys 0.63+post, stock flow scripts
make -C /OpenROAD-flow-scripts/flow DESIGN_CONFIG=/design/flow/config.mk WORK_HOME=/design/flow/orfs finish

==> flow_summary.toml <==
# flow metrics
[run_status]
status = "finished, violations left"
violations = "negative setup slack"

[pwr]
p_sw_uw = 133.5
p_comb_share_pct = 14.9
p_sw_share_pct = 19.79
peakVddDrop_v = 0.0001435
p_per_area_nw_per_um2 = 410.4
p_leak_nw = 0.7887
seq_power_share_pct = 46.8
p_clk_share_pct = 38.2
total_power_uw = 674.7
internal-power_uw = 541.2

[routing]
wl_per_cell_um = 14.15
wl_met2_um = 1165
m1WireLength_um = 1315
remaining_drc_errors = 0
finalWirelength_um = 2802
viasPerCell = 3.626
first_pass_iters = 2
topRoutingLayerUsed = "met4"
route.met3.wl_um = 311
num_vias = 718
diodes = 0
drt-initial-drc-count = 23
ant_nets = 0

[clock_network]
root_buffer = "clkbuf_8"
clockBufferDepth = 2
h-tree-depth = 1
cts_tree = "yes"
cts_hold_buf = 0
clkSinkCount = 16
numCtsBuffers = 3
clk_latency_ns = 0.24
clk_pin_slew_ns = 0.06

[cells_and_area]
area_growth_pct = 103.7
final_cell_mix = "clkdlybuf4s50_1, buf_6, dfrtp_1"
drive_above_1_share_pct = 52.34
layout_top_cell = "clkdlybuf4s50_1"

[logic_synthesis]
logic_family = "multiplexers"
synth-warning-count = 2
synthCells = 56
synth-compound-area-share_pct = 2.016
top_area_cell = "dfrtp_1"
simple_gate_area_share_pct = 18.45
synth_flops = 16
top_cell_area_share_pct = 49.61
yosys.area_share.xor_xnor_pct = 0
syn_area_per_cell_um2 = 14.41
ys_seq_share_pct = 49.61
synth_adder_area_share_pct = 0
synth.distinct_cells = 11
syn_area_um2 = 807.0
ys_sh_mux_pct = 26.98
yosys_area_um2 = 807.0
yosys-top-cells-area = "dfrtp_1, mux2_4, and2_1"
ys_cells = 56

[placement]
dp_slack_ns = -0.6789
numPortBuffers = 55
globalplace.congestion = 0.7140
dp_hpwl_um = 2128

[min_path]
hp-class = "reg -> reg"

[sta]
fmax_mhz = 435.8
tightest_slew_ns = 0.7361
clock_skew_ns = 0
drv_slew = 0
hold_viol = 0
fin_crit_ns = 2.295
fin_ws_ns = -0.09483
finalSetupViolCount = 15
post-route-period-util_pct = 104.3
rsz0062_at_grt = "yes"
relSlewSlack_pct = 50.77

[setup_path]
path_class = "in -> out"
worst-r2r-setup-slack_ns = 1.41
cp.required_ns = 1.76
cp_data_arrival_time_ns = 1.85
end_kind = "output pin"
critPathMaxFanout = 3
start_kind = "primary input"

[die]
die_height_um = 94
die_area_um2 = 8836
fp.coreArea_um2 = 5205
die_width_um = 94
initial_utilization_pct = 15.50
ios = 56
rows = 26

[global_route]
grt_pass1_wl_um = 4215
antenna_found_initial = 0
grt_overflow_total = 0
grt_pass1_vias = 786
grt_use_total_pct = 5.993
grt_max_degree = 17

[flow_run]
maxCapViolations = 0
warnings = 27
final timing paths:
check                         startpoint       endpoint  cells after the start
min in group asynchronous        i_rst_n  o_reg_data[2]                      1
setup reg to reg           o_reg_data[0]  o_reg_data[0]                      1
hold reg to reg              crc_data[5]    crc_data[5]                      1
hold / removal               crc_data[5]    crc_data[5]                      1
setup / recovery               i_addr[5]     o_rdata[2]                      8
max in group asynchronous        i_rst_n  o_reg_data[5]                      1
cell usage after synthesis:
cell      instances
o31ai_1           1
and2_1           16
nor3_4            1
clkbuf_1          1
buf_12            1
nor3_2            1
mux2_1            6
or4_4             2
mux2_4           10
dfrtp_1          16
o41ai_1           1
per-stage QoR:
step	utilization [%]	setup TNS (ns)	area [um2]	instances	hold slack [ns]
final	31.59	-0.6827	1644	198	0.4936
after global routing	31.59	-1.812	1644	198	0.5124
after CTS	30.82	-1.457	1604	198	0.4906
after detailed placement	28.27	-13.60	1471	184	0.4723
after global placement	28.27	-13.31	1471	184	0.4637
after floorplan	-	0	807.0	56	0.1444
critical path: stages:
cell and delay [ns]:
buf_6 0.09, or4_4 0.56, nor3_4 0.25, buf_6 0.13, buf_6 0.08, buf_6 0.09, and2_4 0.13, buf_6 0.08
cell families (layout without fill, tap and decap cells):
group,after synthesis,in the layout
and+or+nand+nor,20,20
muxes,16,16
DFF,16,16
AOI/OAI and AO/OA,2,2
buffers and inverters,2,74
power groups by stage:
stage	clock (mW)	combinational [mW]	sequential [mW]
CTS	0.266	0.100	0.316
global route	0.281	0.108	0.318
finish	0.258	0.101	0.316
repair_timing:
action,CTS,global route
pin swaps,16,5
cloned,1,0
setup endpoints to repair,16,16
gates resized,95,12
buffers inserted,10,1
layer usage:
metal  track usage (%)  vias up
met5                 0        -
met4            0.5063        0
met3             2.504        2
met2             8.698       39
met1             8.444      338
li1                  -      339
registers in the layout (all words and copies together) (netlist names):
signal and flops:
crc_data 8, o_reg_data 8
layout make-up:
cell class	instances	area (um2)
clock buffers	4	55.05
fillers	513	3561
multi-input cells	38	430.4
flip-flops and latches	16	400.4
well taps	70	87.58
repair buffers	70	670.6
Power is estimated from default activity; no workload was simulated.

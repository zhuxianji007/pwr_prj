==> ./design.v <==
package com_pkg;
    typedef struct packed{
        logic                    efuse_done                 ;
        logic                    adc2_en                    ;
        logic                    adc1_en                    ;
        logic                    fsiso_en                   ;
        logic                    bist_en                    ;
        logic                    cfg_en                     ;
        logic                    normal_en                  ;
        logic                    reset_en                   ;
    } str_reg_mode;
    typedef struct packed{
        logic                   rtmon                       ;
        logic                   comerr_mode                 ;
        logic [3:       0]      comerr_config               ;
        logic [1:       0]      wdgintb_config              ;
    } str_reg_com_config1;
    typedef struct packed{
        logic [1:       0]      hv_wdgtmo_config            ;
        logic [1:       0]      lv_wdgtmo_config            ;
        logic [1:       0]      wdgrefresh_config           ;
        logic [1:       0]      wdgcrc_config               ;
    } str_reg_com_config2;
    typedef struct packed{
        logic                   bist_fail                   ;
        logic                   rsv                         ;
        logic                   pwm_mmerr                   ;
        logic                   pwm_dterr                   ;
        logic                   wdg_err                     ;
        logic                   com_err                     ;
        logic                   crc_err                     ;
        logic                   spi_err                     ;
    } str_reg_status1;
    typedef struct packed{
        logic                   bist_failm                  ;
        logic                   rsv                         ;
        logic                   pwm_mmerrm                  ;
        logic                   pwm_dterrm                  ;
        logic                   wdg_errm                    ;
        logic                   com_errm                    ;
        logic                   crc_errm                    ;
        logic                   spi_errm                    ;
    } str_reg_mask1;
    typedef struct packed{
        logic                   hv_scp_flt                  ;
        logic                   hv_desat_flt                ;
        logic                   hv_oc                       ;
        logic                   hv_ot                       ;
        logic                   hv_vcc_ov                   ;
        logic                   hv_vcc_uv                   ;
        logic                   lv_vsup_ov                  ;
        logic                   lv_vsup_uv                  ;
    } str_reg_status2;
    typedef struct packed{
        logic                   hv_scp_fltm                 ;
        logic                   hv_desat_fltm               ;
        logic                   hv_ocm                      ;
        logic                   hv_otm                      ;
        logic                   hv_vcc_ovm                  ;
        logic                   hv_vcc_uvm                  ;
        logic                   lv_vsup_ovm                 ;
        logic                   lv_vsup_uvm                 ;
    } str_reg_mask2;
    typedef struct packed{
        logic                   vrtmon                      ;
        logic                   io_fsifo                    ;
        logic                   io_pwma                     ;
        logic                   io_pwm                      ;
        logic                   io_fsstate                  ;
        logic                   io_fsenb                    ;
        logic                   io_intb_lv                  ;
        logic                   io_intb_hv                  ;
    } str_reg_status3;
    typedef struct packed{
        logic [3:       0]      hv_state                    ;
        logic [3:       0]      lv_state                    ;        
    } str_reg_status4;
    typedef struct packed{
        logic                   efuse_mode                  ;
        logic [6:       0]      efuse_bit_addr              ;        
    } str_reg_efuse_config;
    typedef struct packed{
        logic [7:       4]      rsv                         ;
        logic [3:       3]      spi_read_efuse_en           ;
        logic [2:       2]      efuse_wr                    ;
        logic [1:       1]      efuse_rd                    ;
        logic [0:       0]      efuse_op_done               ;         
    } str_reg_efuse_status;
    typedef struct packed{
        logic [7:       6]      rsv                         ;
        logic [5:       0]      bgr_trim                    ;
    } str_reg_iso_bgr_trim;
    typedef struct packed{
        logic [7:       5]      rsv                         ;
        logic [4:       0]      corner                      ;
    } str_reg_iso_con_ibias_trim;
    typedef struct packed{
        logic [7:       5]      rsv                         ;
        logic [4:       0]      osc48m_trim                 ;
    } str_reg_iso_osc48m_trim;
    typedef struct packed{
        logic [7:       0]      iso_oscb_freq_adj           ;
    } str_reg_iso_oscb_freq_adj;
    typedef struct packed{
        logic                   efuse_vld                   ;
        logic [6:       0]      rsv                         ;
    } str_reg_iso_reserved_reg;
    typedef struct packed{
        logic [7:       6]      rsv                         ;
        logic [5:       3]      amp_ibias8u                 ;
        logic [2:       0]      amp_ibias8u_ptat            ;
    } str_reg_iso_amp_ibias;
    typedef struct packed{
        logic [7:       5]      rsv                         ;
        logic [4:       3]      demo_pulse                  ;
        logic [2:       0]      demo_vth                    ;
    } str_reg_iso_demo_trim;
    typedef struct packed{
        logic [7:       0]      rsv                         ;
    } str_reg_iso_test_sw;
    typedef struct packed{
        logic [7:       3]      rsv                         ;
        logic [2:       0]      iso_tx_jit_adj              ;
    } str_reg_iso_osc_jit;
    typedef struct packed{
        logic [7:       4]      tdt                         ;
        logic [3:       0]      vge_mon_dly                 ;
    } str_reg_config0_t_deat_time;
endpackage
module crc8to8_parallel(
  input [7:0] data_in,
  output [7:0] crc_out);
  reg [7:0] lfsr_q,lfsr_c;
  assign lfsr_q = {8{1'b1}};
  assign crc_out = lfsr_c;
  always @(*) begin
    lfsr_c[0] = lfsr_q[0] ^ lfsr_q[3] ^ lfsr_q[5] ^ data_in[0] ^ data_in[3] ^ data_in[5];
    lfsr_c[1] = lfsr_q[1] ^ lfsr_q[4] ^ lfsr_q[6] ^ data_in[1] ^ data_in[4] ^ data_in[6];
    lfsr_c[2] = lfsr_q[0] ^ lfsr_q[2] ^ lfsr_q[3] ^ lfsr_q[7] ^ data_in[0] ^ data_in[2] ^ data_in[3] ^ data_in[7];
    lfsr_c[3] = lfsr_q[0] ^ lfsr_q[1] ^ lfsr_q[4] ^ lfsr_q[5] ^ data_in[0] ^ data_in[1] ^ data_in[4] ^ data_in[5];
    lfsr_c[4] = lfsr_q[1] ^ lfsr_q[2] ^ lfsr_q[5] ^ lfsr_q[6] ^ data_in[1] ^ data_in[2] ^ data_in[5] ^ data_in[6];
    lfsr_c[5] = lfsr_q[0] ^ lfsr_q[2] ^ lfsr_q[5] ^ lfsr_q[6] ^ lfsr_q[7] ^ data_in[0] ^ data_in[2] ^ data_in[5] ^ data_in[6] ^ data_in[7];
    lfsr_c[6] = lfsr_q[1] ^ lfsr_q[3] ^ lfsr_q[6] ^ lfsr_q[7] ^ data_in[1] ^ data_in[3] ^ data_in[6] ^ data_in[7];
    lfsr_c[7] = lfsr_q[2] ^ lfsr_q[4] ^ lfsr_q[7] ^ data_in[2] ^ data_in[4] ^ data_in[7];
  end  
endmodule  
==> ./run.sh <==
#!/bin/bash
# OpenROAD 26Q1-2900-gdf79404cd8, Yosys 0.63+post, stock flow scripts
make -C /OpenROAD-flow-scripts/flow DESIGN_CONFIG=/design/flow/config.mk WORK_HOME=/design/flow/orfs finish
==> ./config.mk <==
export PLATFORM = sky130hd
export DESIGN_NAME = crc8to8_parallel
export DESIGN_NICKNAME = crc8to8_parallel
export VERILOG_FILES = /design/flow/design.v
export SDC_FILE = /design/flow/constraint.sdc
export NUM_CORES = 4
export LEC_CHECK = 1
export CORE_AREA = 10 10 70 70
export DIE_AREA = 0 0 80 80
==> ./constraint.sdc <==
current_design crc8to8_parallel

set clk_period 1.3
set clk_io_pct 0.2

create_clock -name clk0 -period $clk_period

set non_clock_inputs [all_inputs -no_clocks]
set_input_delay [expr $clk_period * $clk_io_pct] -clock clk0 $non_clock_inputs
set_output_delay [expr $clk_period * $clk_io_pct] -clock clk0 [all_outputs]
==> flow_summary.ini <==
; flow metrics
[routing]
wirelength_um = 758
wl_per_cell_um = 8.517
antenna_cells = 0
drt_iter0_drc = 0
viasPerCell = 2.270
vias = 202
ant_nets = 0
drt_first_pass_iters = 1
drc = 0

[setup_path]
critical_path.cell_chain = buf_2, xor2_4, xnor3_1, buf_2
critPathLaunch = data_in[5]
critical-path-max-stage-delay_ps = 350
path_max_fanout = 2
critPathKind = input port to output pin
cp.arrival_ps = 1050
critPathLaunchType = input port
cp_common_cell = buf_2
worst_ep_required_time_ps = 1040
slowest_stage = xnor3_1
crit_path_end_kind = output pin

[power_and_ir_drop]
ir_drop_mv = 0.2002
powerDensity_mw_per_mm2 = 490.1
p_leak_nw = 0.2450
finalPower_mw = 0.2680

[synthesis]
ys_area_um2 = 152.6
ys_seq_share_pct = 0
ys_warn_count = 2
postSynthCellCount = 15
yosysTopAreaCell = xnor2_1
top_area_share_pct = 63.11
ys_cells = 15
avgSynthCellArea_um2 = 10.18
yosysUniqueCellTypes = 4
syn_area_um2 = 152.6
synthTopCellsByArea = xnor2_1 63%, xnor3_1 15%, xor2_1 11%

[global_routing]
grt_max_degree = 4
antenna_found_initial = 0
grt_pass1_wl_um = 1276
grt_pass1_vias = 234
overflow = 0
grt_usage_pct = 2.413

[final_layout]
stdcell_count = 89
area_growth_pct = 258.2
postLayoutCoreUtil_pct = 16.01
fin_area_um2 = 546.8
regArea_um2 = 0
nClkBuffers = 0
ff_count = 0
drive_above_1_share_pct = 93.02

[worst_hold_path]
hold_path.startpoint = data_in[0]
hp-class = input port to output pin

[floorplanning]
fp.coreArea_mm2 = 0.003416
pin_count = 16
chip_area_mm2 = 0.006400
chipHeight_um = 80
initial_core_util_pct = 4.469
die_w_um = 80
rows = 21

[sta]
period_minus_slack_ps = 1308
slew_violations = 0
fmax_mhz = 764.3
slew_headroom_pct = 84.40
setup_slack_ps = -8.440
finalHoldViolCount = 0
rsz0062_at_grt = true
finalSetupViolations = 1
tightestPinTransition_ps = 232.4
fin_crit_sh_pct = 100.6
setup-tns-final_ps = -8.440
whs_ps = 933.7

[run_status]
outcome = complete, but fails checks
violations = setup timing

[placed_design]
hpwl_um = 643.2
place.gp.congestion = 0.8155
dp.cells = 86
post_dp_cell_area_um2 = 437.9
port_buffers = 16
post-place-ws_ps = -755.6

[job]
tool_warnings = 34
maxCapViolCount = 0

[clock_tree]
cts_hold_buf = 0
-- per-layer routing --
metal  GRT usage (%)  share of wire, %
met5               0                 0
met4               0                 0
met3           1.136                13
met2           2.247                23
met1           4.412                64
-- cell usage in the layout, fill, tap and decap left out, drive strengths merged --
cell type,instances
buf,25
xnor2,11
xor2,3
clkbuf,2
xnor3,1
clkdlybuf4s15,1
-- where the power goes --
part / leakage (nW) / switching (mW) / internal, mW
combinational: 0.245 / 0.0939 / 0.174
sequential: 0 / 0 / 0
clock: 0 / 0 / 0
total: 0.245 / 0.0939 / 0.174
-- repair_timing --
item	4_1_cts	5_1_grt
gates resized	68	12
endpoints found under the hold margin	0	0
endpoints found under the setup margin	8	5
buffers inserted	4	0
pin swaps	8	3
-- synth_stat cells --
cell type,count
xor2_1,2
xnor2_1,11
xnor3_1,1
xor2_2,1
-- layout make-up --
type	count	area, µm²
Fill cell	394	2869
Timing Repair Buffer	28	209.0
Tap cell	46	57.56
Multi-Input combinational cell	15	280.3
-- path summary, 6_finish.rpt --
check | slack (ps) | endpoint | cells past startpoint
worst max-delay path | -8 | crc_out[5] | 4
worst min-delay path | 930 | crc_out[2] | 4
-- logic make-up (layout without fill, tap and decap cells) --
group | Yosys count | count (layout) | synth area share (%)
xor gates and xnor gates | 15 | 15 | 100.0
buffers and inverters | 0 | 28 | 0
-- critical path, delay by kind of cell --
family                 cells  cell delay, ps
XOR/XNOR                   2             530
buffers and inverters      2             270
No activity file was given, so power comes from the tool's default toggle rates.

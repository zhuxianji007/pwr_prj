==> design/flow/design.v <==
package com_pkg;
    typedef struct packed{
        logic                    efuse_done                 ;
        logic                    adc2_en                    ;
        logic                    adc1_en                    ;
        logic                    fsiso_en                   ;
        logic                    bist_en                    ;
        logic                    cfg_en                     ;
        logic                    normal_en                  ;
        logic                    reset_en                   ;
    } str_reg_mode;
    typedef struct packed{
        logic                   rtmon                       ;
        logic                   comerr_mode                 ;
        logic [3:       0]      comerr_config               ;
        logic [1:       0]      wdgintb_config              ;
    } str_reg_com_config1;
    typedef struct packed{
        logic [1:       0]      hv_wdgtmo_config            ;
        logic [1:       0]      lv_wdgtmo_config            ;
        logic [1:       0]      wdgrefresh_config           ;
        logic [1:       0]      wdgcrc_config               ;
    } str_reg_com_config2;
    typedef struct packed{
        logic                   bist_fail                   ;
        logic                   rsv                         ;
        logic                   pwm_mmerr                   ;
        logic                   pwm_dterr                   ;
        logic                   wdg_err                     ;
        logic                   com_err                     ;
        logic                   crc_err                     ;
        logic                   spi_err                     ;
    } str_reg_status1;
    typedef struct packed{
        logic                   bist_failm                  ;
        logic                   rsv                         ;
        logic                   pwm_mmerrm                  ;
        logic                   pwm_dterrm                  ;
        logic                   wdg_errm                    ;
        logic                   com_errm                    ;
        logic                   crc_errm                    ;
        logic                   spi_errm                    ;
    } str_reg_mask1;
    typedef struct packed{
        logic                   hv_scp_flt                  ;
        logic                   hv_desat_flt                ;
        logic                   hv_oc                       ;
        logic                   hv_ot                       ;
        logic                   hv_vcc_ov                   ;
        logic                   hv_vcc_uv                   ;
        logic                   lv_vsup_ov                  ;
        logic                   lv_vsup_uv                  ;
    } str_reg_status2;
    typedef struct packed{
        logic                   hv_scp_fltm                 ;
        logic                   hv_desat_fltm               ;
        logic                   hv_ocm                      ;
        logic                   hv_otm                      ;
        logic                   hv_vcc_ovm                  ;
        logic                   hv_vcc_uvm                  ;
        logic                   lv_vsup_ovm                 ;
        logic                   lv_vsup_uvm                 ;
    } str_reg_mask2;
    typedef struct packed{
        logic                   vrtmon                      ;
        logic                   io_fsifo                    ;
        logic                   io_pwma                     ;
        logic                   io_pwm                      ;
        logic                   io_fsstate                  ;
        logic                   io_fsenb                    ;
        logic                   io_intb_lv                  ;
        logic                   io_intb_hv                  ;
    } str_reg_status3;
    typedef struct packed{
        logic [3:       0]      hv_state                    ;
        logic [3:       0]      lv_state                    ;        
    } str_reg_status4;
    typedef struct packed{
        logic                   efuse_mode                  ;
        logic [6:       0]      efuse_bit_addr              ;        
    } str_reg_efuse_config;
    typedef struct packed{
        logic [7:       4]      rsv                         ;
        logic [3:       3]      spi_read_efuse_en           ;
        logic [2:       2]      efuse_wr                    ;
        logic [1:       1]      efuse_rd                    ;
        logic [0:       0]      efuse_op_done               ;         
    } str_reg_efuse_status;
    typedef struct packed{
        logic [7:       6]      rsv                         ;
        logic [5:       0]      bgr_trim                    ;
    } str_reg_iso_bgr_trim;
    typedef struct packed{
        logic [7:       5]      rsv                         ;
        logic [4:       0]      corner                      ;
    } str_reg_iso_con_ibias_trim;
    typedef struct packed{
        logic [7:       5]      rsv                         ;
        logic [4:       0]      osc48m_trim                 ;
    } str_reg_iso_osc48m_trim;
    typedef struct packed{
        logic [7:       0]      iso_oscb_freq_adj           ;
    } str_reg_iso_oscb_freq_adj;
    typedef struct packed{
        logic                   efuse_vld                   ;
        logic [6:       0]      rsv                         ;
    } str_reg_iso_reserved_reg;
    typedef struct packed{
        logic [7:       6]      rsv                         ;
        logic [5:       3]      amp_ibias8u                 ;
        logic [2:       0]      amp_ibias8u_ptat            ;
    } str_reg_iso_amp_ibias;
    typedef struct packed{
        logic [7:       5]      rsv                         ;
        logic [4:       3]      demo_pulse                  ;
        logic [2:       0]      demo_vth                    ;
    } str_reg_iso_demo_trim;
    typedef struct packed{
        logic [7:       0]      rsv                         ;
    } str_reg_iso_test_sw;
    typedef struct packed{
        logic [7:       3]      rsv                         ;
        logic [2:       0]      iso_tx_jit_adj              ;
    } str_reg_iso_osc_jit;
    typedef struct packed{
        logic [7:       4]      tdt                         ;
        logic [3:       0]      vge_mon_dly                 ;
    } str_reg_config0_t_deat_time;
endpackage
module rwc_reg #(
    parameter DW                   = 8          ,
    parameter AW                   = 8          ,
    parameter DEFAULT_VAL          = {DW{1'b0}} ,
    parameter REG_ADDR             = {AW{1'b0}} ,
    parameter SUPPORT_TEST_MODE_WR = 1'b1       ,
    parameter SUPPORT_TEST_MODE_RD = 1'b1       ,
    parameter SUPPORT_CFG_MODE_WR  = 1'b1       ,
    parameter SUPPORT_CFG_MODE_RD  = 1'b1       ,
    parameter SUPPORT_SPI_EN_WR    = 1'b1       ,
    parameter SUPPORT_SPI_EN_RD    = 1'b1       ,
    parameter SUPPORT_EFUSE_WR     = 1'b1       , 
    parameter END_OF_LIST          = 1
)( 
    input  logic           i_wen                ,
    input  logic           i_ren                ,
    input  logic           i_test_st_reg_en     ,
    input  logic           i_cfg_st_reg_en      ,
    input  logic           i_spi_ctrl_reg_en    ,
    input  logic           i_efuse_ctrl_reg_en  ,	
    input  logic [AW-1: 0] i_addr               ,
    input  logic [DW-1: 0] i_wdata              ,
    output logic [DW-1: 0] o_rdata              ,
    output logic [DW-1: 0] o_reg_data           ,
    input  logic [DW-1: 0] i_lgc_wen            ,
    input  logic [DW-1: 0] i_lgc_wdata          ,
    input  logic           i_clk                ,
    input  logic           i_rst_n
 );
logic           wen     ;
logic           ren     ;
logic           hit     ;
logic [DW-1: 0] reg_data;
assign hit = (i_addr==REG_ADDR);
assign wen = i_wen & hit & ((i_test_st_reg_en & SUPPORT_TEST_MODE_WR) | (i_cfg_st_reg_en & SUPPORT_CFG_MODE_WR) | (i_spi_ctrl_reg_en & SUPPORT_SPI_EN_WR) | (i_efuse_ctrl_reg_en & SUPPORT_EFUSE_WR));
assign ren = i_ren & hit & ((i_test_st_reg_en & SUPPORT_TEST_MODE_RD) | (i_cfg_st_reg_en & SUPPORT_CFG_MODE_RD) | (i_spi_ctrl_reg_en & SUPPORT_SPI_EN_RD));
generate
for(genvar i=0; i<DW; i=i+1) begin: REG_DATA_BLK
    always_ff@(posedge i_clk or negedge i_rst_n) begin
        if(~i_rst_n) begin
	        reg_data[i] <= DEFAULT_VAL[i];
	    end
  	    else begin
	        reg_data[i] <= (i_lgc_wen[i] & i_lgc_wdata[i]) ? 1'b1 : ((wen & i_wdata[i]) ? 1'b0 : reg_data[i]);
	    end
    end
end
endgenerate
assign o_reg_data = reg_data                   ;    
assign o_rdata    = ren ? reg_data : {DW{1'b0}}; 
// synopsys translate_off    
// synopsys translate_on    
endmodule
==> design/flow/run.sh <==
#!/bin/bash
# OpenROAD 26Q1-2900-gdf79404cd8, Yosys 0.63+post, stock flow scripts
make -C /OpenROAD-flow-scripts/flow DESIGN_CONFIG=/design/flow/config.mk WORK_HOME=/design/flow/orfs finish
==> design/flow/config.mk <==
export PLATFORM = sky130hd
export DESIGN_NAME = rwc_reg
export DESIGN_NICKNAME = rwc_reg
export VERILOG_FILES = /design/flow/design.v
export SDC_FILE = /design/flow/constraint.sdc
export NUM_CORES = 4
export LEC_CHECK = 1
export CORE_AREA = 10 10 70 70
export DIE_AREA = 0 0 80 80
==> design/flow/constraint.sdc <==
current_design rwc_reg

set clk_period 3.1
set clk_io_pct 0.2

create_clock -name clk0 -period $clk_period [get_ports {i_clk}]

set non_clock_inputs [all_inputs -no_clocks]
set_input_delay [expr $clk_period * $clk_io_pct] -clock clk0 $non_clock_inputs
set_output_delay [expr $clk_period * $clk_io_pct] -clock clk0 [all_outputs]
==> qor.yml <==
placed_area_mm2: 0.00110
drc: 0
first_iter_violations: 4
setup_violations: 0
first_pass_iters: 2
tns_ns: 0
numCtsBuffers: 3
grt-ovfl-total: 0
synth.most_common_cell: "a21oi_1"
leakage_nw: 0.444
combPwrFrac: 0.274
min_from: "reg_data[4]"
dieArea_mm2: 0.00640
drv_cap: 0
async_flop_share: 1.00
fp_util: 0.141
pwr-share-seq: 0.422
fin_crit_ns: 2.91
worst-path-max-fanout: 8
die_x_um: 80
common_cells: "a21oi_1, a31oi_1, and2_1, dfrtp_1, nand2_1"
grt_pass1_wl_mm: 3.55
crit_path_start_kind: "primary input"
clk_pin_slew_worst_paths_ns: 0.05
avgRoutedWirePerCell_um: 14.0
rr_startpoint: "reg_data[3]"
viasPerCell: 4.08
cts.sinks: 8
clk_root_buffer_cell: "clkbuf_4"
yosys-top-cells-area: "dfrtp_1, a21oi_1, a31oi_1, and2_1, nand2_1"
r2r_slack_ns: 2.40
p_int_mw: 0.198
finalMaxSlewViolations: 0
rsz0062_at_grt: "no"
regMostFlops: "reg_data"
cts_max_level: 1
postSynthAreaPerCell_um2: 8.62
synth_flops: 8
clkPwrFrac: 0.305
max_freq_ghz: 0.344
final_util: 0.325
io_pins: 56
ys_chip_area_um2: 483
cts_buffer_depth: 2
worst_slew_pin_slew_ns: 0.421
synth_cell_types: 11
port_buffers: 55
outcome: "completed"
dp_cells: 157
synth_cells: 56
crit_arrival_ns: 2.29
track_usage: 0.0699
cts_tree: "yes"
clkLatencyLatePin_ns: 0.24
timing_hold_violations_final: 0
first_global_vias: 736
finalClockPeriodUsage: 0.938
yosysWarnings: 2
die_h_um: 80
worstHoldPathCells: 2
end_kind: "output pin"
worstHoldEndpoint: "reg_data[4]"
timing.rr.end: "reg_data[3]"
ff_type: "dfrtp_1"
finClkSkew_ns: 0
ant_nets: 0
hold_path.class: "flip-flop to flip-flop"
setup.worst_path.class: "primary input to output pin"
synth_seq_share: 0.415
warning_count: 25
worst_r2r_path_depth: 2
power_density_mw_per_mm2: 225
antenna_found_initial: 0
grt_start_max_net_pins: 9
vdd_ir_drop_max_v: 0.0000801
switching_share: 0.207
p_sw_mw: 0.0517
diodes: 0
netlist_area_um2: 483
yosys.area.top_type: "dfrtp_1"
edf_count: 0
core_area_mm2: 0.00342
drt_wl_total_mm: 2.24
vias: 652
required_ns: 2.48
yosysCellCount: 56
largest_register_ffs: 8
yosysTopAreaCellShare: 0.415
drive_above_1_share: 0.0789
fin_cells: 160
gp_congestion: 0.772
setup.worst_path.start: "i_addr[7]"
total_power_mw: 0.250
post_cts.repair.setup_buffers: 0
top_regs: "reg_data (8)"
fin_area_mm2: 0.00111
maxSlewHeadroom: 0.717
syn_to_final_growth_pct: 130
num_rows: 21
[placed cells by master, fill, tap and decap left out, drive strengths merged]
cell type / netlist / final
nor2: 1 / 1
and2: 8 / 8
clkdlybuf4s50: 0 / 47
buf: 0 / 2
a31oi: 8 / 8
nand2: 8 / 8
dlygate4sd2: 0 / 8
dfrtp: 8 / 8
a21oi: 16 / 16
nor3: 1 / 1
or4: 3 / 3
clkbuf: 2 / 3
o31ai: 1 / 1
[cell type report]
class                   count  area, um2
fillers                   369       2300
repair buffers             57        556
multi-input cells          46        275
flip-flops and latches      8        200
well taps                  46       57.6
clock buffers               3       22.5
[metrics by stage]
stage                     setup slack, ns  hold slack [ns]
after global placement            -0.0788            0.554
after detailed placement           -0.108            0.561
after CTS                           0.164            0.575
after floorplan                     0.928            0.324
after global routing               0.0592            0.609
final                               0.194            0.570
[power by group through the flow]
stage / logic, mW / clock network (mW) / registers, mW
4_1_cts: 0.0693 / 0.0818 / 0.105
5_1_grt: 0.0743 / 0.0864 / 0.105
6_report: 0.0683 / 0.0760 / 0.105
[logic make-up (layout without fill, tap and decap cells)]
| kind of cell | count (synthesis) | after routing | share of synthesized area |
|---|---|---|---|
| AOI/OAI and AO/OA | 25 | 25 | 0.285 |
| DFF | 8 | 8 | 0.415 |
| buffers and inverters | 2 | 60 | 0.0155 |
| and+or+nand+nor | 21 | 21 | 0.285 |
[worst max-delay path by stage]
| stage | to | depth (start not counted) |
|---|---|---|
| 6_report | o_rdata[1] | 5 |
| 5_1_grt | o_rdata[5] | 5 |
| 4_1_cts | o_rdata[1] | 5 |
[critical path, stage by stage]
cell             delay (ns)
clkdlybuf4s50_1        0.40
or4_4                  0.55
nor3_4                 0.33
and2_1                 0.18
dlygate4sd2_1          0.21
[timing repair]
| item | 4_1_cts | 5_1_grt |
|---|---|---|
| hold endpoints to repair | 0 | 0 |
| hold buffers | 0 | 0 |
| resized | 8 | 0 |
| endpoints found under the setup margin | 8 | 0 |
[routing by layer]
metal,share of wire,global-route usage,routed length (um)
met4,0,0.00176,0
met1,0.41,0.0806,922
met3,0.14,0.0466,310
met5,0,0,0
met2,0.45,0.112,1010
Power is estimated from default activity; no workload was simulated.

### run.sh
#!/bin/bash
# OpenROAD 26Q1-2900-gdf79404cd8, Yosys 0.63+post, stock flow scripts
make -C /OpenROAD-flow-scripts/flow DESIGN_CONFIG=/design/flow/config.mk WORK_HOME=/design/flow/orfs finish
### config.mk
export PLATFORM = sky130hd
export DESIGN_NAME = crc8_serial
export DESIGN_NICKNAME = crc8_serial
export VERILOG_FILES = /design/flow/design.v
export SDC_FILE = /design/flow/constraint.sdc
export NUM_CORES = 4
export LEC_CHECK = 1
export CORE_AREA = 10 10 70 70
export DIE_AREA = 0 0 80 80
### constraint.sdc
current_design crc8_serial

set clk_period 2.8
set clk_io_pct 0.2

create_clock -name clk0 -period $clk_period [get_ports {i_clk}]

set non_clock_inputs [all_inputs -no_clocks]
set_input_delay [expr $clk_period * $clk_io_pct] -clock clk0 $non_clock_inputs
set_output_delay [expr $clk_period * $clk_io_pct] -clock clk0 [all_outputs]
### design.v
package com_pkg;
    typedef struct packed{
        logic                    efuse_done                 ;
        logic                    adc2_en                    ;
        logic                    adc1_en                    ;
        logic                    fsiso_en                   ;
        logic                    bist_en                    ;
        logic                    cfg_en                     ;
        logic                    normal_en                  ;
        logic                    reset_en                   ;
    } str_reg_mode;
    typedef struct packed{
        logic                   rtmon                       ;
        logic                   comerr_mode                 ;
        logic [3:       0]      comerr_config               ;
        logic [1:       0]      wdgintb_config              ;
    } str_reg_com_config1;
    typedef struct packed{
        logic [1:       0]      hv_wdgtmo_config            ;
        logic [1:       0]      lv_wdgtmo_config            ;
        logic [1:       0]      wdgrefresh_config           ;
        logic [1:       0]      wdgcrc_config               ;
    } str_reg_com_config2;
    typedef struct packed{
        logic                   bist_fail                   ;
        logic                   rsv                         ;
        logic                   pwm_mmerr                   ;
        logic                   pwm_dterr                   ;
        logic                   wdg_err                     ;
        logic                   com_err                     ;
        logic                   crc_err                     ;
        logic                   spi_err                     ;
    } str_reg_status1;
    typedef struct packed{
        logic                   bist_failm                  ;
        logic                   rsv                         ;
        logic                   pwm_mmerrm                  ;
        logic                   pwm_dterrm                  ;
        logic                   wdg_errm                    ;
        logic                   com_errm                    ;
        logic                   crc_errm                    ;
        logic                   spi_errm                    ;
    } str_reg_mask1;
    typedef struct packed{
        logic                   hv_scp_flt                  ;
        logic                   hv_desat_flt                ;
        logic                   hv_oc                       ;
        logic                   hv_ot                       ;
        logic                   hv_vcc_ov                   ;
        logic                   hv_vcc_uv                   ;
        logic                   lv_vsup_ov                  ;
        logic                   lv_vsup_uv                  ;
    } str_reg_status2;
    typedef struct packed{
        logic                   hv_scp_fltm                 ;
        logic                   hv_desat_fltm               ;
        logic                   hv_ocm                      ;
        logic                   hv_otm                      ;
        logic                   hv_vcc_ovm                  ;
        logic                   hv_vcc_uvm                  ;
        logic                   lv_vsup_ovm                 ;
        logic                   lv_vsup_uvm                 ;
    } str_reg_mask2;
    typedef struct packed{
        logic                   vrtmon                      ;
        logic                   io_fsifo                    ;
        logic                   io_pwma                     ;
        logic                   io_pwm                      ;
        logic                   io_fsstate                  ;
        logic                   io_fsenb                    ;
        logic                   io_intb_lv                  ;
        logic                   io_intb_hv                  ;
    } str_reg_status3;
    typedef struct packed{
        logic [3:       0]      hv_state                    ;
        logic [3:       0]      lv_state                    ;        
    } str_reg_status4;
    typedef struct packed{
        logic                   efuse_mode                  ;
        logic [6:       0]      efuse_bit_addr              ;        
    } str_reg_efuse_config;
    typedef struct packed{
        logic [7:       4]      rsv                         ;
        logic [3:       3]      spi_read_efuse_en           ;
        logic [2:       2]      efuse_wr                    ;
        logic [1:       1]      efuse_rd                    ;
        logic [0:       0]      efuse_op_done               ;         
    } str_reg_efuse_status;
    typedef struct packed{
        logic [7:       6]      rsv                         ;
        logic [5:       0]      bgr_trim                    ;
    } str_reg_iso_bgr_trim;
    typedef struct packed{
        logic [7:       5]      rsv                         ;
        logic [4:       0]      corner                      ;
    } str_reg_iso_con_ibias_trim;
    typedef struct packed{
        logic [7:       5]      rsv                         ;
        logic [4:       0]      osc48m_trim                 ;
    } str_reg_iso_osc48m_trim;
    typedef struct packed{
        logic [7:       0]      iso_oscb_freq_adj           ;
    } str_reg_iso_oscb_freq_adj;
    typedef struct packed{
        logic                   efuse_vld                   ;
        logic [6:       0]      rsv                         ;
    } str_reg_iso_reserved_reg;
    typedef struct packed{
        logic [7:       6]      rsv                         ;
        logic [5:       3]      amp_ibias8u                 ;
        logic [2:       0]      amp_ibias8u_ptat            ;
    } str_reg_iso_amp_ibias;
    typedef struct packed{
        logic [7:       5]      rsv                         ;
        logic [4:       3]      demo_pulse                  ;
        logic [2:       0]      demo_vth                    ;
    } str_reg_iso_demo_trim;
    typedef struct packed{
        logic [7:       0]      rsv                         ;
    } str_reg_iso_test_sw;
    typedef struct packed{
        logic [7:       3]      rsv                         ;
        logic [2:       0]      iso_tx_jit_adj              ;
    } str_reg_iso_osc_jit;
    typedef struct packed{
        logic [7:       4]      tdt                         ;
        logic [3:       0]      vge_mon_dly                 ;
    } str_reg_config0_t_deat_time;
endpackage
module crc8_serial #(
    parameter END_OF_LIST          = 1
)( 
    input  logic                i_vld                   ,
    input  logic                i_data                  ,
    input  logic                i_new_calc              ,
    output logic [7:         0] o_vld_crc               ,
    input  logic                i_clk	                ,
    input  logic                i_rst_n
 );
logic [7:       0] crc_out ;
logic [7:       0] crc_old ;
assign crc_old  = (i_vld & i_new_calc) ? 8'hff : crc_out;
always_ff@(posedge i_clk or negedge i_rst_n) begin
    if(~i_rst_n) begin
	    crc_out <= 8'hff;
    end
    else begin
        crc_out <= i_vld ? crc8_new(crc_old, i_data) : crc_out; 
    end
end
assign o_vld_crc = crc_out;
 function [7:0] crc8_new; 
    input [7:0] crc8_old; 
    input       data    ; 
    begin
        crc8_new[0] = crc8_old[7] ^ data                ;
        crc8_new[1] = crc8_old[0] ^ crc8_old[7] ^ data  ;
        crc8_new[2] = crc8_old[1] ^ crc8_old[7] ^ data  ;
        crc8_new[3] = crc8_old[2] ^ crc8_old[7] ^ data  ;
        crc8_new[4] = crc8_old[3]                       ;
        crc8_new[5] = crc8_old[4] ^ crc8_old[7] ^ data  ;
        crc8_new[6] = crc8_old[5]                       ;
        crc8_new[7] = crc8_old[6]                       ;
    end
endfunction
// synopsys translate_off    
// synopsys translate_on    
endmodule
==> git commit body <==
Update PnR metrics after Yosys + OpenROAD run

- The run finished with clean final reports.
- Per the OpenROAD floorplan log, the width of the die is 80 um.
- The total area inside the core boundary comes to 0.00342 mm^2.
* CP endpoint kind: primary output
* Data arrival time of the worst path: 1370 ps
- Dividing the detail-routed via count by the number of cells gives 3.24.
- For reference, the post-synthesis area per instance comes to 11.8 um^2.
* Initial antenna violation count: 0
- Inserted Clock Buffers: 3
- Buffers inserted to repair hold after CTS numbered 0.
* Top cells by area, synth: sky130_fd_sc_hd__dfstp_2, sky130_fd_sc_hd__xnor2_1, sky130_fd_sc_hd__mux2i_1
* Timing-limited maximum frequency: 0.517 GHz
- Req. time, crit path: 2240 ps
- After clock tree synthesis, the repair step resized 0 gates.
* Die Footprint: 0.00640 mm^2
- Post-synth top area share: 0.483
- Slowest-stage cell, CP: sky130_fd_sc_hd__dfstp_2
- Yosys printed 2 warnings.
- Cell taking the most area after synthesis: sky130_fd_sc_hd__dfstp_2
- Depth of the CTS H-tree: 1
- The final timing report counts setup violations totalling 0.
- The final layout reports a setup TNS of 0 ps.
- Count of library flops with an enable pin: 0
- Vertical die dimension: 80 um
- Grouping stages by cell kind, the critical path spends the most delay in flip-flops.
- Post-route clock period utilization: 0.690
* Hold Violations, Final: 0
- Static Leakage: 0.239 nW
- Across all setup checks in the final design, the least slack found is 867 ps.
* Residual antenna-violating net count after detailed routing: 0
- Total detailed-routing wirelength: 972 um
* Worst vdd rail ir drop: 0.147 mV
- Per the Yosys statistics, synthesis produced 37 cells.
- The tree is rooted in a sky130_fd_sc_hd__clkbuf_4.
* Half-perimeter wire length after detailed placement: 802 um
- Post-synthesis cell area: 435 um^2
- The area growth from synthesis to layout is 42.2%.
- The clock period could shrink to 1930 ps.
* Number of cells produced by synthesis: 37
- Of the cells placed in the final design, the portion with a size suffix greater than 1 is 0.300.
- Routability congestion estimate: 0.786
- For this run, the register share of the synthesized area comes to 0.483.
* Max-slew violations: 0
* IO Count: 13
- Clock slew at the register clock pins of the worst setup and hold paths: 50 ps
- Skew-Pair Late Insertion Delay: 250 ps
- The share of the core area taken by cells at floorplan is 0.127.
- Clock tree from TritonCTS: yes
- Predominant post-synthesis flop cell: sky130_fd_sc_hd__dfstp_2
- Leading registers by flop count: crc_out (8)
- Wirelength per Cell: 10.1 um
- Number of buffer and inverter instances along the worst setup path: 1
* Detailed Route Iter0 Violations: 9
- Port buffer count: 12
* Longest individual stage delay on the worst path: 630 ps
- The routed layout reports a DRC error count of 0.
- The final layout report lists a filler cell count of 387.
- Across all checked pins, the minimum headroom to the slew limit is 0.763.
- At the pin with the least slew margin, the transition time is 355 ps.
- Share of flip-flops with an asynchronous set or reset after synthesis: 1.00
- In the global route stage, overall resource usage came out at 0.0338.
* Total clock sinks: 8
* Max reg flops: 8
- Tally of OpenROAD warnings: 25
- The tightest min-delay check is of the register to register type.
* Post-synth cell types: 16
- Most numerous cell types in the synthesized netlist: sky130_fd_sc_hd__dfstp_2, sky130_fd_sc_hd__xnor2_1, sky130_fd_sc_hd__a21oi_1, sky130_fd_sc_hd__mux2i_1, sky130_fd_sc_hd__nand2_1
- Looking at the clock tree report, the maximum root-to-sink buffer count equals 2.
* Register with the most flip-flops: crc_out
- For this run, the chip area from Yosys synthesis comes to 435 um^2.
- Setup bufs post-CTS: 0
- Once layout is complete, the utilization of the core stands at 0.181.
- Number of global-route vias before repair: 325
- Router iterations before antenna repair: 2
* Crit path cell chain: clkdlybuf4s50_1
- Setup repair after global routing left no endpoint under its margin.
- For reference, the most critical setup path is categorized as register to primary output.
- Summing over every cut layer, the via total after detailed routing is 311.
* Total power divided by cell area: 568 mW/mm^2
* Diodes inserted: 0
- Post-placement worst setup slack: 1080 ps
- The floorplan has 21 rows.
* Number of synthesized register bits: 8
- First-pass GRT wire length: 1.66 mm
- Entering global routing, the biggest net connects 10 pins.
* Largest fanout on the critical path: 7
- Critical Path Start Type: register
* Number of max-cap violations: 0
- Count leader, synth: sky130_fd_sc_hd__dfstp_2
- Final setup skew: 7.61 ps
* GR Overflow Total: 0
-- layer usage --
layer / part of all wire / global-route usage
met1: 0.36 / 0.0358
met2: 0.44 / 0.0474
met3: 0.18 / 0.0341
met4: 0.013 / 0.00528
met5: 0 / 0
-- placed cells by master (no fill, tap or decap) --
master / instances
sky130_fd_sc_hd__mux2i_1: 4
sky130_fd_sc_hd__xnor2_1: 5
sky130_fd_sc_hd__nand2b_1: 1
sky130_fd_sc_hd__inv_1: 1
sky130_fd_sc_hd__nor3b_4: 1
sky130_fd_sc_hd__clkbuf_4: 3
sky130_fd_sc_hd__nor2_2: 1
sky130_fd_sc_hd__o22a_2: 1
sky130_fd_sc_hd__o22a_1: 2
sky130_fd_sc_hd__nand2_1: 4
sky130_fd_sc_hd__a21oi_1: 4
sky130_fd_sc_hd__dfstp_2: 8
sky130_fd_sc_hd__mux2_4: 1
sky130_fd_sc_hd__clkdlybuf4s50_1: 12
sky130_fd_sc_hd__and2_1: 1
sky130_fd_sc_hd__and3_1: 1
-- kinds of logic after synthesis --
group	synth area share
muxes	0.126
AOI/OAI and AO/OA	0.109
and+or+nand+nor	0.135
buffers and inverters	0.0460
DFF	0.483
xor gates and xnor gates	0.101
-- final timing paths --
path                                         from  cells after the start  slack [ps]                     end
max                        crc_out[7]$_DFFE_PN1P_                      1         870            o_vld_crc[7]
min                        crc_out[5]$_DFFE_PN1P_                      1         530  crc_out[6]$_DFFE_PN1P_
max reg2reg                crc_out[7]$_DFFE_PN1P_                      3        1660  crc_out[5]$_DFFE_PN1P_
min reg2reg                crc_out[5]$_DFFE_PN1P_                      1         530  crc_out[6]$_DFFE_PN1P_
max in group asynchronous                 i_rst_n                      1        1910  crc_out[7]$_DFFE_PN1P_
min in group asynchronous                 i_rst_n                      1         860  crc_out[1]$_DFFE_PN1P_
-- power breakdown --
part / internal (W) / leakage (nW) / switching [W]
registers: 0.000149 / 0.0842 / 0.0000208
clock network: 0.0000489 / 0.0138 / 0.0000367
logic: 0.0000675 / 0.141 / 0.0000287
total: 0.000266 / 0.239 / 0.0000862
-- metrics by stage --
step	total power (W)	instances	area (um^2)	hold slack (ps)
floorplan	0.000214	37	435	412
global placement	0.000272	93	597	528
detailed placement	0.000272	93	597	523
CTS	0.000362	96	619	532
global route	0.000387	96	619	544
finish	0.000352	96	619	530
-- final cells by class --
type	count	area (um^2)	area share
flip-flops and latches	8	210	0.339
multi-input cells	26	205	0.331
repair buffers	12	120	0.194
well taps	46	57.6	0.0929
clock buffers	3	22.5	0.0364
inverters	1	3.75	0.00606
Power and IR drop assume default switching activity.
